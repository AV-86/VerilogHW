==> flow/design.v <==
module clk_div_1000(input wire fast_clk, output reg divided_clk);
    reg [9:0] cntr;    
    always @(posedge fast_clk) begin
        cntr <= (cntr == 999) ? 0 : cntr + 1;
		  divided_clk <= (cntr >= 500);
    end
endmodule
module blink(input wire clk, output wire led);
    reg [27:0] cntr;
    assign led = cntr > 50000000 ? 1 : 0;
    always @(posedge clk) begin
        cntr <= (cntr == 100000000) ? 0 : cntr + 1;
    end
endmodule
module LowLevel3_7Seg(
	input wire seg_sw_clk,
	input wire [7:0] Dig1,
	input wire [7:0] Dig2,
	input wire [7:0] Dig3,
	output wire[7:0] Seg,
	output wire[2:0] Dig
);
	reg [1:0] curr_dig;
	assign Seg = (curr_dig == 0) ?  ~Dig1 : (curr_dig == 1) ? ~Dig2 : (curr_dig == 2) ? ~Dig3 : 8'b00000000;
	assign Dig = (curr_dig == 0) ?  1 : (curr_dig == 1) ? 2 : (curr_dig == 2) ? 4 : 3'b000;
	always @(posedge seg_sw_clk) begin
		curr_dig <= (curr_dig == 2) ? 0 : curr_dig + 1;
	end
endmodule
module DigToSegs(input wire[3:0] DigVal, output wire [7:0] Seg);
	assign Seg = 
	(DigVal == 0) ? 8'b00111111 :
	(DigVal == 1) ? 8'b00000110 :
	(DigVal == 2) ? 8'b01011011 :
	(DigVal == 3) ? 8'b01001111 :
	(DigVal == 4) ? 8'b01100110 :
	(DigVal == 5) ? 8'b01101101 :
	(DigVal == 6) ? 8'b01111101 :
	(DigVal == 7) ? 8'b00000111 :
	(DigVal == 8) ? 8'b01111111 :
	(DigVal == 9) ? 8'b01101111 :
	(DigVal == 10) ? 8'b01110111 :
	(DigVal == 11) ? 8'b01111100 :
	(DigVal == 12) ? 8'b00111001 :
	(DigVal == 13) ? 8'b01011110 :
	(DigVal == 14) ? 8'b01111001 :
	(DigVal == 15) ? 8'b01110001 : 0;	
endmodule
module NumberOn3_7Seg(
	input wire seg_sw_clk,
	input wire[9:0] Num,
	output wire[7:0] Seg,
	output wire[2:0] Dig
);
	wire[3:0] Dig1Val = Num / 100;
	wire[3:0] Dig2Val = (Num / 10) % 10;
	wire[3:0] Dig3Val = Num % 10;
	wire[7:0] Dig1;
	wire[7:0] Dig2;
	wire[7:0] Dig3;
	DigToSegs GetDig1(.DigVal(Dig1Val), .Seg(Dig1));
	DigToSegs GetDig2(.DigVal(Dig2Val), .Seg(Dig2));
	DigToSegs GetDig3(.DigVal(Dig3Val), .Seg(Dig3));
	LowLevel3_7Seg indicator(
		.seg_sw_clk(seg_sw_clk),
		.Dig1(Dig1),
		.Dig2(Dig2),
		.Dig3(Dig3),
		.Seg(Seg),
		.Dig(Dig)
	);	
endmodule
module count1000(input wire clk, output wire [9:0] value);
    reg [22:0] div_cntr;    
    reg [9:0] out_cntr;
    reg divided_clk;
	 always @(posedge clk) begin
        div_cntr <= (div_cntr == 1999999) ? 0 : div_cntr + 1;
		  divided_clk <= (div_cntr >= 1000000);
    end
	 always @(posedge divided_clk) begin
        out_cntr <= (out_cntr == 999) ? 0 : out_cntr + 1;
    end
	 assign value = out_cntr;
endmodule
module main(
	input wire clk,
	output wire led5,
	output wire led6,
    output wire [7:0] disp_7seg_segments,
    output wire [2:0] disp_7seg_dig
);
    wire [9:0] displayed_val;
    wire disp7seg_clk;
    count1000 count1000_inst1(.clk(clk), .value(displayed_val));
    clk_div_1000 clk_div_1000_inst1(.fast_clk(clk), .divided_clk(disp7seg_clk));
    NumberOn3_7Seg NumberOn3_7Seg_inst1(
        .seg_sw_clk(disp7seg_clk),
        .Num(displayed_val),
        .Seg(disp_7seg_segments),
        .Dig(disp_7seg_dig)
    );
	blink blink_inst1(.clk(clk), .led(led5));
	blink blink_inst2(.clk(clk), .led(led6));
endmodule
==> flow/run.sh <==
#!/bin/bash
# OpenROAD 26Q1-2900-gdf79404cd8, Yosys 0.63+post, stock flow scripts
make -C /OpenROAD-flow-scripts/flow DESIGN_CONFIG=/design/flow/config.mk WORK_HOME=/design/flow/orfs finish
==> flow/config.mk <==
export PLATFORM = sky130hd
export DESIGN_NAME = main
export DESIGN_NICKNAME = main
export VERILOG_FILES = /design/flow/design.v
export SDC_FILE = /design/flow/constraint.sdc
export NUM_CORES = 4
export LEC_CHECK = 1
export CORE_UTILIZATION = 50
==> flow/constraint.sdc <==
current_design main

set clk_period 3.6
set clk_io_pct 0.2

create_clock -name clk0 -period $clk_period [get_ports {clk}]

set non_clock_inputs [all_inputs -no_clocks]
set_input_delay [expr $clk_period * $clk_io_pct] -clock clk0 $non_clock_inputs
set_output_delay [expr $clk_period * $clk_io_pct] -clock clk0 [all_outputs]
==> flow_summary.json <==
{
  "post_cts_resized": 0,
  "untimed_endpoints": 23,
  "whs_path_depth": 1,
  "power_switching_mw": 0.3952,
  "insertedDiodeCount": 0,
  "p_clk_share_pct": 48.2,
  "tightest_slew_ps": 918.6,
  "slew_viol_final": 0,
  "finalSetupViolCount": 0,
  "stdcell_count": 1530,
  "final.min_clock_period_ps": 3124,
  "area_leaders": "dfxtp_1, xnor2_1, nor2_1",
  "yosys.area.top_type": "dfxtp_1",
  "slew_headroom_pct": 38.49,
  "maxCapViolCount": 0,
  "synth_seq_share_pct": 21.30,
  "vias": 9090,
  "yosysMostFrequentCell": "nor2_1",
  "drt_pre_antenna_iters": 5,
  "endpoint_kind": "output pin",
  "yosysChipArea_sq_um": 9679,
  "core_util_floorplan_pct": 51.40,
  "gp_congestion": 0.9119,
  "grt_pass1_wl_um": 38940,
  "holdWs_ps": 463.3,
  "p_leak_nw": 3.424,
  "dp_slack_ps": 844.4,
  "vias_per_cell": 5.941,
  "ff_type": "dfxtp_1",
  "comb_area_sq_um": 7179,
  "netlist_area_sq_um": 9679,
  "drive_above_1_share_pct": 6.142,
  "post-dp-hpwl_um": 16700,
  "p_comb_share_pct": 0,
  "crit_type": "register to output pin",
  "chipWidth_um": 141.1,
  "critPathMaxStageDelay_ps": 570,
  "async_flop_share_pct": 0,
  "drt-total-wl_um": 22540,
  "r2r_cells": 8,
  "final.setup.tns_ps": 0,
  "cts_max_level": 3,
  "grt_max_degree": 65,
  "ant_nets": 0,
  "ir_drop_mv": 0.4401,
  "r2r_slack_ps": 1070,
  "whs_endpoint": "blink_inst1.cntr[0]",
  "rsz0062_at_grt": "false",
  "layout_setup_ws_ps": 476.2,
  "crit_required_ps": 2880,
  "dieArea_sq_um": 19920,
  "cts_tree": "yes",
  "io_buffers": 13,
  "yosysWarningCount": 4,
  "core-area_sq_um": 18830,
  "p_int_mw": 1.549,
  "critPathMaxFanout": 4,
  "synth.avg_cell_area_sq_um": 7.486,
  "min_from": "blink_inst1.cntr[0]",
  "drtIter0Drc": 569,
  "r2r-start": "blink_inst1.cntr[0]",
  "critPathSlowestCell": "or4b_2",
  "numCtsBuffers": 9,
  "clk_pin_slew_worst_paths_ps": 60,
  "pwr-share-seq_pct": 51.8,
  "top_area_share_pct": 21.30,
  "seq_area_sq_um": 2062,
  "unclocked_pins": 12,
  "edf_count": 0,
  "achievable-frequency_mhz": 320.1,
  "crit-reg2reg-capture": "blink_inst1.cntr[13]",
  "root_buffer": "clkbuf_16",
  "wl_per_cell_um": 14.73,
  "crit_family": "simple AND/OR/NAND/NOR gates",
  "grt-ovfl-total": 0,
  "syn_inst": 1293,
  "p_sw_share_pct": 20.33,
  "clock_path_buffers": 2,
  "antenna_found_initial": 0,
  "finalClockPeriodUsage_pct": 86.77,
  "num_rows": 50,
  "powerDensity_nw_per_um2": 189.5,
  "drc": 0,
  "ys_seq_elements": 103,
  "status": "complete, no violations",
  "syn_to_final_growth_pct": 5.985,
  "worst-path-buf-inv": 2,
  "crit_chain": "inv_1 > ha_1 > or4b_2 > nor3_1 > nand3_1 > o21ai_0 > a31oi_1 > clkdlybuf4s50_1",
  "finalClockSkew_ps": 8.884,
  "ioPinCount": 14,
  "worstPathArrival_ps": 2400,
  "ys_cells": 1293,
  "clkLatencyLatePin_ps": 340,
  "ys_top_cells_by_count": "nor2_1, nand2_1, dfxtp_1",
  "grt_pass1_vias": 8144,
  "dp.cells": 1514,
  "die_y_um": 141.1,
  "hold_class": "register to register",
  "grt_usage_pct": 23.75,
  "post_cts_buffers": 0,
  "synth_cell_types": 107,
  "fill_cells": 1836,
  "warnings": 38,
  "postCtsHoldBufs": 0,
  "hold_violations": 0,
  "setup.worst_path.start_class": "register"
}
per-layer routing:
layer	wire length [um]	track usage, %
met1	11390	36.03
met2	10220	38.72
met3	617	1.522
met4	317	2.803
met5	0	0
sequential cells by signal (all words and copies together), names as in the netlist:
name,flops
blink_inst1.cntr,28
blink_inst2.cntr,28
count1000_inst1.div_cntr,23
clk_div_1000_inst1.cntr,10
count1000_inst1.out_cntr,10
NumberOn3_7Seg_inst1.indicator.curr_dig,2
clk_div_1000_inst1.divided_clk,1
count1000_inst1.divided_clk,1
logic make-up (layout without fill, tap and decap cells):
| logic type | after synthesis | in the layout | synth area share (%) |
|---|---|---|---|
| compound gates | 338 | 338 | 25.41 |
| flops | 103 | 103 | 21.30 |
| fa+ha+maj | 45 | 45 | 5.739 |
| buf+inv | 113 | 90 | 4.615 |
| mux | 25 | 25 | 2.689 |
| simple gates | 547 | 547 | 29.12 |
| xor+xnor | 122 | 122 | 11.12 |
layout by cell type (no fill, tap or decap), drive strengths merged, types with 7 or more instances in the layout:
cell type,count
o211ai,16
o221ai,8
o22ai,12
a31oi,26
a21oi,58
nor4,19
inv,53
clkdlybuf4s50,13
dfxtp,103
o21a,11
and4,10
nand2,112
nor2b,21
ha,42
clkbuf,9
and3,16
a211o,9
buf,9
nand2b,12
nand4,35
a21o,12
xnor2,77
mux2i,20
nor2,159
nor3,37
and2,9
o21ai,64
nand3,70
nor4b,7
a211oi,25
xor2,45
or3,12
o31ai,12
a311oi,8
per-stage QoR:
stage	cell area, sq um	util (%)	total power, mW
after floorplan	9679	-	1.029
after global placement	9960	52.89	1.029
final	10260	54.48	1.944
after detailed placement	9960	52.89	1.029
after CTS	10260	54.48	1.977
after global routing	10260	54.48	2.012
how the worst max path moves through the flow:
stage	startpoint	to	cells after the start
after CTS	blink_inst1.cntr[0]	led5	8
after global routing	blink_inst1.cntr[0]	led5	8
final	blink_inst1.cntr[0]	led5	8
layout make-up:
class,instances,area share [%]
multi-input cells,1077,69.98
flip-flops and latches,103,20.10
well taps,260,3.171
clock buffers,9,2.195
repair buffers,22,1.927
inverters,52,1.903
clock inverters,7,0.7196
power groups by stage:
stage     registers, mW  clock network [mW]   logic, mW
4_1_cts            1.01               0.971  0.00000245
6_report           1.01               0.938  0.00000245
5_1_grt            1.01                1.01  0.00000245
Power figures rest on the tool's default switching activity, not on a simulated workload.
